===== /design/flow/design.v =====
module deCorrelator  #(parameter width=5) (clk, rst, Input1, out1, counter_sob_2 );
    input clk,rst;
	input Input1;
	output reg out1;
	output reg[width-1:0]  counter_sob_2;
	reg[width:0]  counter;
	reg[width:0]  register1;
	reg[width-1:0]  counter_sob;
	reg enable;
	wire [width-1:0] rev_counter_sob;
	genvar i;
	generate
		for (i=0; i<width; i=i+1) begin: somename
			assign 	rev_counter_sob[i]=counter_sob[width-1-i];
		end
	endgenerate
always @(posedge clk, posedge rst) begin 
   if (rst) begin       
	  counter = 0; 
	  counter_sob = 0;
	  counter_sob_2 = 0;
	  enable=0;	  
	  register1=0;
   end 
   else begin  
		if (counter_sob==0) begin
			register1=counter;
			enable=1;
			counter_sob=0;			
			if (Input1==0)
				counter=0;
			else
				counter=1;
		end
		else begin
			counter_sob_2 = counter_sob_2+1;
			if(Input1==1 & counter_sob!=0 )
			counter=counter+1;					
		end
		if(enable) begin
			if (rev_counter_sob< register1)
				out1=1;
			else
				out1=0;
		end
		counter_sob=counter_sob+1;
  end
end
endmodule

===== /design/flow/run.sh =====
#!/bin/bash
# OpenROAD 26Q1-2900-gdf79404cd8, Yosys 0.63+post, stock flow scripts
make -C /OpenROAD-flow-scripts/flow DESIGN_CONFIG=/design/flow/config.mk WORK_HOME=/design/flow/orfs finish

===== /design/flow/config.mk =====
export PLATFORM = sky130hd
export DESIGN_NAME = deCorrelator
export DESIGN_NICKNAME = deCorrelator
export VERILOG_FILES = /design/flow/design.v
export SDC_FILE = /design/flow/constraint.sdc
export NUM_CORES = 4
export LEC_CHECK = 1
export CORE_AREA = 10 10 90 90
export DIE_AREA = 0 0 100 100

===== /design/flow/constraint.sdc =====
current_design deCorrelator

set clk_period 2.7
set clk_io_pct 0.2

create_clock -name clk0 -period $clk_period [get_ports {clk}]

set non_clock_inputs [all_inputs -no_clocks]
set_input_delay [expr $clk_period * $clk_io_pct] -clock clk0 $non_clock_inputs
set_output_delay [expr $clk_period * $clk_io_pct] -clock clk0 [all_outputs]

==> run notes <==
Results of an implementation run.

The adder and majority cell fraction of the synthesized area is 0.0901. The total of endpoints with negative setup slack in the final report is 0. The detailed-route DRC error count is 0. Setup repair after global routing left no endpoint under its margin.

The number of core rows is 29. Post-synth the commonest register cell is sky130_fd_sc_hd__dfrtp_1. Including well taps, the total number of placed cells is 180.

Counting along the longest clock path gives a buffer depth of 2. STA classifies the critical path endpoint as a flip-flop. Measured along the x axis, the die boundary spans 100 um. The final cell count without fillers is 184. The unique cell type count in the Yosys netlist is 24. The remaining global-route overflow is 0.

0 antenna diodes ended up in the layout. The first global-routing pass estimated 3350 um of wire. Timing would allow up to 415 MHz. The die height is 100 um. Entering global routing, the biggest net connects 24 pins. The worst setup path is of the flip-flop to flip-flop kind. The detailed router placed 664 vias in this run.

Counting flops and latches in the post-synthesis netlist gives 24. For reference, the mux area share after synthesis is 0.0676. Between clock sinks in the finished design, the worst skew comes to 0.00271 ns.

The number of pins with negative max-slew slack in the final report is 0. The overall power is 987 uW. The transition time recorded at the tightest slew-check pin is 0.294 ns. According to the I/O placement log, the pin count is 9. The register share after synthesis is 0.545. The number of antenna violations at the first check in global routing is 0. The hold violation total from the final report is 0.

The total power density per cell area is 728 mW/mm^2. In this run the maximum-capacitance check reported violations numbering 0. Post-CTS timing repair inserted 0 buffers for setup. The switching power as a share of total power is 0.262. The cts-stage hold buffer count is 0. The critical path data arrival time is 2.55 ns. The reported net switching power is 259 uW. Per the CTS log, the maximum H-tree level is 1.

The total negative setup slack is 0 ns. For this design, Yosys synthesis ends with a cell count of 95. The highest supply drop recorded on VDD is 0.000362 V. The post-synthesis simple-gate area fraction is 0.141. The worst setup path is launched from a flip-flop. The XOR/XNOR share of the synthesized area is 0.0867.

The number of gates resized after CTS was 0. The synthesis report lists the Yosys warning total as 1. The proportion of power drawn by flip-flops and latches is 0.503.

The largest combinational cell category by area is simple AND/OR/NAND/NOR gates. The clock sink count is 24. The final worst-path cycle share is 0.892. The area of the chip is 0.0100 mm^2. The leakage component of the power was reported as 0.000611 uW. The clock network power share is 0.314. The biggest fanout along the worst timing path is 11. Yosys reports a chip area of 0.00111 mm^2. The routed design shows a wire length per standard cell of 10.1 um. CTS added clock buffers totalling 3.

The mean instance size in the synthesized netlist is 11.7 um^2. The clock transition at the register clock pins on the worst setup and hold paths after CTS is 0.08 ns. The final RePlAce weighted congestion is 0.805. The share of total power dissipated in combinational logic is 0.183.

The placeable core region is 0.00628 mm^2. The fraction of final layout cells with drive strength greater than 1 is 0.0841. The cell area that synthesis handed to floorplanning was 0.00111 mm^2. The run finished with clean final reports. The tree is rooted in a sky130_fd_sc_hd__clkbuf_8. The cell-internal power is 728 uW.

The detail route stage leaves a number of antenna-violating nets equal to 0. The total wirelength of the detailed-routed design is 1860 um. The script logs the ratio of routed vias to standard cells as 3.61. The tally of OpenROAD warnings is 26. The async set-reset flop share out of synthesis is 0.958.

The post-DP HPWL is 1350 um. The worst slew slack as a fraction of its limit is 0.804. The cell-mix breakdown from Yosys lists the compound-gate area share as 0.0293. The post-synth count of flops with an enable pin is 1. The combined global-route utilization of all metal layers is 0.0402.

The initial utilization of the core area, before any placement, comes to 0.177. The via count of the first global-routing pass is 700. The synthesized instance count is 95. In the log, the iteration count for the first detailed-route pass is 4. TritonCTS built the clock tree.

The final critical path time including I/O delays and setup is 2.41 ns. The post-synthesis to final-layout area growth is 22.0%. The clock latency reported for the late side of the worst-skew pair is 0.26 ns. The kind of path behind the tightest hold check is flip-flop to flip-flop. The final report gives the core utilization as 0.216. The starting DRC count in detailed routing is 14. The data required time reported for the critical path is 2.84 ns. The buffer_ports step reported a buffer count of 8.
==> cell usage in the layout (no fill, tap or decap), types with 2 or more instances in the layout <==
master | Yosys | routed
sky130_fd_sc_hd__buf_4 | 1 | 2
sky130_fd_sc_hd__nand4_1 | 4 | 4
sky130_fd_sc_hd__inv_1 | 7 | 7
sky130_fd_sc_hd__o21ai_0 | 2 | 2
sky130_fd_sc_hd__dfrtp_1 | 23 | 23
sky130_fd_sc_hd__a21oi_1 | 3 | 3
sky130_fd_sc_hd__xnor2_1 | 7 | 7
sky130_fd_sc_hd__nor2_1 | 4 | 4
sky130_fd_sc_hd__nand3_1 | 3 | 3
sky130_fd_sc_hd__mux2i_1 | 6 | 6
sky130_fd_sc_hd__ha_1 | 8 | 8
sky130_fd_sc_hd__clkdlybuf4s50_1 | 0 | 8
sky130_fd_sc_hd__clkbuf_8 | 0 | 3
sky130_fd_sc_hd__nand2_1 | 12 | 12
sky130_fd_sc_hd__xor2_1 | 4 | 4
==> synth_stat cells (all sizes together) (2+ instances only) <==
cell	instances	share of area
a21oi	3	0.014
buf	2	0.017
dfrtp	23	0.52
ha	8	0.090
inv	7	0.024
mux2i	6	0.054
nand2	12	0.041
nand3	3	0.014
nand4	4	0.023
nor2	4	0.014
o21ai	2	0.0090
xnor2	7	0.055
xor2	4	0.032
==> metal layers <==
layer / vias up / wire [um] / share of wire / track usage
li1: 343 / - / - / -
met1: 310 / 961 / 0.52 / 0.0548
met2: 9 / 739 / 0.40 / 0.0597
met3: 2 / 143 / 0.077 / 0.0194
met4: 0 / 12 / 0.0065 / 0.00217
met5: - / 0 / 0 / 0
==> layout make-up <==
type	instances	area, um^2
Sequential cell	24	606
Clock buffer	3	41.3
Clock inverter	1	30.0
Tap cell	77	96.3
Timing Repair Buffer	10	95.1
Multi-Input combinational cell	62	460
Fill cell	660	4920
Inverter	7	26.3
==> critical path: stages (launching register included) <==
cell,delay [ns]
sky130_fd_sc_hd__dfrtp_1,0.43
sky130_fd_sc_hd__inv_1,0.08
sky130_fd_sc_hd__ha_1,0.12
sky130_fd_sc_hd__nor3b_2,0.25
sky130_fd_sc_hd__and2b_2,0.34
sky130_fd_sc_hd__mux2i_1,0.29
sky130_fd_sc_hd__ha_1,0.29
sky130_fd_sc_hd__a21oi_1,0.13
sky130_fd_sc_hd__nand2_1,0.06
sky130_fd_sc_hd__a21oi_1,0.16
sky130_fd_sc_hd__a21o_1,0.13
==> path summary, 6_finish.rpt <==
path / slack, ns / end / from / cells past startpoint
max: 0.29 / out1$_DFFE_PP_ / counter_sob[0]$_DFF_PP0_ / 10
min: 0.45 / enable$_DFF_PP0_ / enable$_DFF_PP0_ / 1
max reg2reg: 0.29 / out1$_DFFE_PP_ / counter_sob[0]$_DFF_PP0_ / 10
min reg2reg: 0.45 / enable$_DFF_PP0_ / enable$_DFF_PP0_ / 1
max in group asynchronous: 1.84 / register1[2]$_DFF_PP0_ / rst / 3
min in group asynchronous: 0.64 / enable$_DFF_PP0_ / rst / 3
==> kinds of logic (layout without fill, tap and decap cells) <==
group	Yosys count	count (layout)
AND/OR/NAND/NOR	30	30
flip-flops	24	24
AND-OR/OR-AND	6	6
adder cells (fa/ha/maj)	8	8
buffers and inverters	9	21
multiplexers	7	7
XOR/XNOR	11	11
==> power by group through the flow <==
stage	Sequential, uW	Combinational [uW]	Clock [uW]
global route	511	215	335
CTS	499	184	320
finish	497	181	310
==> flip-flops by register name, indices dropped and copies added (netlist names) <==
| signal | flops |
|---|---|
| counter | 6 |
| register1 | 6 |
| out1 | 1 |
| counter_sob | 5 |
| counter_sob_2 | 5 |
| enable | 1 |
==> per-stage QoR <==
stage | worst slack [ns] | area (um^2) | hold WS (ns)
final | 0.293 | 1360 | 0.453
after floorplan | 0.543 | 1110 | 0.420
after detailed placement | 0.345 | 1280 | 0.440
after global routing | 0.0797 | 1360 | 0.494
after global placement | 0.364 | 1280 | 0.436
after CTS | 0.302 | 1360 | 0.463
Power and IR drop assume default switching activity.
