==> flow/design.v <==
module Correlator  #(parameter width=5)  (clk, rst, Input1, out1);
    input clk,rst;
	input Input1;
	output reg out1;
	reg[width:0]  counter;
	reg[width:0]  register1;
	reg[width-1:0]  counter_sob;
	reg enable;
	wire [width-1:0] rev_counter_sob;
	genvar i;
	generate
		for (i=0; i<width; i=i+1) begin: somename
			assign 	rev_counter_sob[i]=counter_sob[width-1-i];
		end
	endgenerate
always @(posedge clk, posedge rst) begin 
   if (rst) begin       
	  counter = 0; 
	  counter_sob = 0;
	  enable=0;	  
	  register1=0;
   end 
   else begin  
     	if(Input1==1 & counter_sob!=0 )
			counter=counter+1;						
		else if (counter_sob==0) begin
			register1=counter;
			enable=1;
			counter_sob=0;
			if (Input1==0)
				counter=0;
			else
				counter=1;
		end
		if(enable) begin
			if (rev_counter_sob< register1)
				out1=1;
			else
				out1=0;
		end
		counter_sob=counter_sob+1;
  end
end
endmodule
==> flow/run.sh <==
#!/bin/bash
# OpenROAD 26Q1-2900-gdf79404cd8, Yosys 0.63+post, stock flow scripts
make -C /OpenROAD-flow-scripts/flow DESIGN_CONFIG=/design/flow/config.mk WORK_HOME=/design/flow/orfs finish
==> flow/config.mk <==
export PLATFORM = sky130hd
export DESIGN_NAME = Correlator
export DESIGN_NICKNAME = Correlator
export VERILOG_FILES = /design/flow/design.v
export SDC_FILE = /design/flow/constraint.sdc
export NUM_CORES = 4
export LEC_CHECK = 1
export CORE_AREA = 10 10 104 104
export DIE_AREA = 0 0 114 114
==> flow/constraint.sdc <==
current_design Correlator

set clk_period 2.9
set clk_io_pct 0.2

create_clock -name clk0 -period $clk_period [get_ports {clk}]

set non_clock_inputs [all_inputs -no_clocks]
set_input_delay [expr $clk_period * $clk_io_pct] -clock clk0 $non_clock_inputs
set_output_delay [expr $clk_period * $clk_io_pct] -clock clk0 [all_outputs]
==> results.py <==
# Metrics from the implementation run
metrics = {
    "grt": {
        "gr-total-overflow": 0,
        "antenna_found_initial": 0,
        "grt_first_pass_wirelength_um": 2620,
        "grt_max_degree": 20,
        "first_global_vias": 554,
        "track_usage_pct": 2.36,
    },
    "pwr": {
        "p_seq_share_pct": 52.6,
        "switching_share_pct": 29.4,
        "power_leakage_nw": 0.480,
        "p_int_uw": 530,
        "clockPowerShare_pct": 23.9,
        "p_per_area_nw_per_um2": 673,
        "p_switching_uw": 221,
        "peakVddDrop_uv": 146,
        "p_comb_share_pct": 23.5,
    },
    "cts": {
        "clock_latency_ns": 0.25,
        "clkTransAtPathRegs_ns": 0.07,
        "holdBufCountCts": 0,
        "clock_path_buffers": 2,
        "cts_max_level": 1,
        "cts_resized": 0,
        "cts_root_buffer": "clkbuf_8",
        "clkSinkCount": 19,
        "post_cts_buffers": 0,
        "cts_tree": "yes",
        "cts_made_buffers": 3,
    },
    "critical_path": {
        "start_kind": "register",
        "max_stage_delay_ns": 0.44,
        "crit_arrival_ns": 2.53,
        "r2r_setup_slack_ns": 0.50,
        "rr_startpoint": "counter_sob[0]$_DFF_PP0_",
        "cp-end-kind": "register",
        "crit_buf_inv": 1,
        "setup.worst_path.class": "register to register",
        "critical_path.top_delay_family": "simple AND/OR/NAND/NOR gates",
        "slowest_stage": "dfrtp_1",
        "r2r_cells": 10,
        "crit_path_cell_trace": "inv_1, ha_1, nor3b_2, and2b_4, mux2i_1, ha_1, a21oi_1, nand2_1, a21oi_1, a21o_1",
        "worstPathRequired_ns": 3.02,
        "reg2reg_to": "out1$_DFFE_PP_",
        "crit_fanout": 14,
    },
    "yosys": {
        "netlist_top_cells_count": "18 x dfrtp_1, 7 x ha_1, 7 x inv_1",
        "async_reset_ff_share_pct": 94.7,
        "ys_warn_count": 1,
        "yosys_most_used_dff": "dfrtp_1",
        "ys_types": 24,
        "yosysCellCount": 75,
        "edf_count": 1,
        "synth_area_per_cell_um2": 12.2,
        "synth_area_leader_cell": "dfrtp_1",
        "top_cell": "dfrtp_1",
        "ys_seq_elements": 19,
        "yosys_area_um2": 916,
        "ys_seq_share_pct": 52.5,
        "synth.area.top_cells": "dfrtp_1 49%, ha_1 9.6%, mux2i_1 5.5%",
        "synth_top_area_share_pct": 49.2,
        "syn_area_um2": 916,
        "syn_inst": 75,
    },
    "sta": {
        "fin_skew_ns": 0.00403,
        "max_freq_mhz": 416,
        "finalCriticalPeriod_ns": 2.40,
        "worst-slew-pin-transition_ns": 0.234,
        "finalSetupViolCount": 0,
        "post-route-period-util_pct": 82.9,
        "hold-worst-slack_ns": 0.461,
        "timing.final.hold_violations": 0,
        "rsz0062_at_grt": "false",
        "maxSlewViolCount": 0,
        "relSlewSlack_pct": 83.9,
        "tns_ns": 0,
    },
    "drt": {
        "n_antenna_cell": 0,
        "drtPass1Iterations": 3,
        "ant_nets": 0,
        "wl_per_cell_um": 7.39,
        "vias": 519,
        "viasPerCell": 2.73,
        "drt_iter0_markers": 21,
        "drc_errors": 0,
        "postRouteWirelength_um": 1410,
    },
    "die": {
        "core_area_um2": 8680,
        "row_count": 34,
        "num_io_pins": 4,
        "dieWidth_um": 114,
        "dieArea_um2": 13000,
        "fp_util_pct": 10.6,
        "die_y_um": 114,
    },
    "hold_path": {
        "holdPathStages": 1,
        "hp-class": "register to register",
        "hp-start": "enable$_DFF_PP0_",
        "min_to": "enable$_DFF_PP0_",
    },
    "placement": {
        "dp_hpwl_um": 1030,
        "routabilityCongestion": 0.760,
        "portBuffers": 3,
    },
    "layout": {
        "num-fill-cells": 995,
        "final_util_pct": 12.8,
        "drive_above_1_share_pct": 13.4,
        "syn_to_final_growth_pct": 21.7,
    },
    "job": {
        "log.warning_count": 26,
        "cap_violations": 0,
    },
    "run_status": {
        "status": "complete, no violations",
    },
}
-- routing by layer --
layer	vias up	GRT usage, %	part of all wire, %
met4	0	0.418	0
li1	267	-	-
met5	-	0	0
met2	4	3.64	45
met3	0	0.797	3.1
met1	248	3.18	51
-- final cells by class --
| type | instances | area [um2] | share of cell area, % |
|---|---|---|---|
| Clock buffer | 3 | 41.3 | 3.70 |
| Clock inverter | 1 | 5.00 | 0.449 |
| Inverter | 7 | 26.3 | 2.36 |
| Multi-Input combinational cell | 48 | 389 | 34.9 |
| Sequential cell | 19 | 480 | 43.1 |
| Tap cell | 108 | 135 | 12.1 |
| Timing Repair Buffer | 4 | 37.5 | 3.37 |
-- sequential cells by signal (all words and copies together), names as in the netlist --
register	cells
register1	6
enable	1
out1	1
counter	6
counter_sob	5
-- layout by cell type (no fill, tap or decap) --
cell / n
buf_4: 1
nand3_1: 3
mux2_4: 2
or3_1: 1
o21ai_0: 2
nand2b_1: 2
xor2_1: 4
inv_1: 7
xnor2_1: 3
nand4_1: 2
or2_2: 1
nor3b_2: 1
and2_1: 1
nand2_1: 3
mux2i_1: 5
edfxtp_1: 1
ha_1: 7
clkdlybuf4s50_1: 3
dfrtp_1: 18
a21oi_1: 3
mux2_2: 1
a21o_1: 1
clkinv_2: 1
and4_1: 1
nor2_1: 4
clkbuf_8: 3
and2b_4: 1
-- power by group through the flow --
stage | clock network [mW] | registers (mW) | logic (mW)
6_report | 0.179 | 0.395 | 0.177
4_1_cts | 0.189 | 0.395 | 0.181
5_1_grt | 0.200 | 0.408 | 0.209
-- per-stage QoR --
stage	power (mW)	setup WS, ns	area [um2]	instances
2_1_floorplan	0.520	0.768	916	75
3_3_place_gp	0.574	0.553	1070	186
3_5_place_dp	0.580	0.541	1070	186
4_1_cts	0.766	0.491	1110	190
5_1_grt	0.817	0.253	1110	190
6_report	0.750	0.496	1110	190
-- worst max-delay path by stage --
| stage | to | slack, ns | start | cells past startpoint |
|---|---|---|---|---|
| 4_1_cts | out1$_DFFE_PP_ | 0.49 | counter_sob[0]$_DFF_PP0_ | 10 |
| 5_1_grt | out1$_DFFE_PP_ | 0.25 | counter_sob[0]$_DFF_PP0_ | 10 |
| 6_report | out1$_DFFE_PP_ | 0.50 | counter_sob[0]$_DFF_PP0_ | 10 |
-- kinds of logic (layout without fill, tap and decap cells) --
| family | after synthesis | count (layout) | synth area share (%) |
|---|---|---|---|
| simple gates | 20 | 20 | 12.7 |
| flops | 19 | 19 | 52.5 |
| mux | 8 | 8 | 9.97 |
| buf+inv | 8 | 15 | 5.06 |
| fa+ha+maj | 7 | 7 | 9.56 |
| xor+xnor | 7 | 7 | 6.69 |
| compound gates | 6 | 6 | 3.55 |
No activity file was given, so power comes from the tool's default toggle rates.
